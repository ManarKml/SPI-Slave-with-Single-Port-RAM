$ cat design.v
module async_ram_sp #(
	parameter MEM_DEPTH = 256, 
	parameter ADDR_SIZE = 8
	) (
	input [9:0] din,
	input clk, rst_n, rx_valid,
	output reg [7:0] dout,
	output reg tx_valid
	);
reg [7:0] mem [MEM_DEPTH-1:0];
reg [ADDR_SIZE-1:0] R_Addr, W_Addr;
always @(posedge clk or negedge rst_n) begin
	if (~rst_n) begin
		dout <= 8'd0;
		tx_valid <= 1'b0;
		R_Addr <= 8'b0;
		W_Addr <= 8'b0;
	end
	else if (rx_valid) begin
		case (din[9:8])
		2'b00: begin 				 
			W_Addr <= din[7:0];
			tx_valid <= 1'b0;
		end 
		2'b01: begin 				 
			mem[W_Addr] <= din[7:0];
			tx_valid <= 1'b0;
		end 
		2'b10: begin  				 
			R_Addr <= din[7:0];
			tx_valid <= 1'b0;
		end 
		default: begin  			 
			dout <= mem[R_Addr];
			tx_valid <= 1'b1;		 
		end
		endcase
	end
	else begin
		tx_valid <= 1'b0;			 
	end
end
endmodule
module slave (
	input MOSI, SS_n, clk, rst_n, tx_valid,
	input [7:0] tx_data,
	output reg MISO, rx_valid,
	output reg [9:0] rx_data
	);
parameter IDLE = 3'b000;
parameter CHK_CMD = 3'b001;
parameter READ_ADD = 3'b010;
parameter READ_DATA = 3'b011;
parameter WRITE = 3'b100;
reg [2:0] cs, ns;  						 
reg [4:0] counter; 						 
reg [10:0] shift_reg; 					 
reg [7:0] tx_shift_reg;					 
reg flag; 								 
always @(posedge clk) begin
	if (~rst_n) 
		counter <= 0; 					 
	else if (SS_n)
		counter <= 0;					 
	else if (cs != IDLE) 
		if (cs != READ_DATA && counter == 11)
			counter <= 0;
		else if (cs == READ_DATA && counter == 20)
			counter <= 0;
		else
			counter <= counter + 1;		 
	else 
		counter <= 0;
end
always @(posedge clk) begin
    if (~rst_n)
        shift_reg <= 11'd0;				 
    else if (~SS_n && cs != IDLE)  		 
        shift_reg <= {shift_reg[9:0], MOSI};  
    else
        shift_reg <= 11'd0;				 
end
always @(posedge clk) begin
	if (~rst_n) begin
		cs <= IDLE;						 
		flag <= 1'b0;					 
	end
	else begin
		cs <= ns;						 
	end
    if (cs == READ_ADD) 
        flag <= 1'b1;
    else if (cs == READ_DATA) 
    	flag <= 1'b0;
end
always @(*) begin
	case (cs)
		IDLE: 
			if (SS_n) 
				ns = IDLE;				 
			else 
				ns = CHK_CMD;
		CHK_CMD: begin
            if (SS_n)
                ns = IDLE;
            else if (counter) begin
            	if (shift_reg[0]) begin  
                	ns = flag ? READ_DATA : READ_ADD;
            	end else begin
                	ns = WRITE; 		 
            	end
            end
        end
		READ_ADD: 
			if (SS_n) 
				ns = IDLE;
			else if (counter == 11)
				ns = READ_ADD;			 
		READ_DATA: 
			if (SS_n)
				ns = IDLE;
			else if (counter == 11)
				ns = READ_DATA;			 
		WRITE: 
			if (SS_n)
				ns = IDLE;
			else if (counter == 11)
				ns = WRITE;
		default: ns = IDLE;
	endcase
end
always @(posedge clk) begin
	if (~rst_n) begin
		MISO <= 1'd0;
		rx_valid <= 1'd0;
		rx_data <= 10'd0;
		tx_shift_reg <= 8'd0;
	end
	else begin
		case (cs)
		IDLE, CHK_CMD: begin
			MISO <= 1'd0;
			rx_valid <= 1'd0;
			rx_data <= 10'd0;
		end
		READ_ADD: begin
			MISO <= 1'b0;
			rx_valid <= 1'b0;
			if (counter == 11) begin 		 
				rx_data <= shift_reg[9:0];	 
				rx_valid <= 1'b1;			 
			end
			else 
				rx_valid <= 1'b0;
		end
		READ_DATA: begin
			rx_valid <= 1'b0;
            if (counter == 11) begin 		 
            	rx_data <= shift_reg[9:0];
				rx_valid <= 1'b1;
			end
			else if (counter == 13) begin 	 
    			tx_shift_reg <= tx_data;  	 
    			MISO <= tx_data[7];       	 
			end 
			else if (counter > 13) begin  	 
   				tx_shift_reg <= {tx_shift_reg[6:0], 1'b0};  
    			MISO <= tx_shift_reg[6];  	 
			end
			else begin
				MISO <= 1'b0;				 
			end
		end
		WRITE: begin
			rx_valid <= 1'b0;
            MISO <= 1'b0;
            if (counter == 11) begin
                rx_data <= shift_reg[9:0];	 
                rx_valid <= 1'b1;  			 
            end 
		end
		default: begin
			MISO <= 1'b0;
			rx_valid <= 1'b0;
			rx_data <= 10'd0;
		end
		endcase
	end
end
endmodule
module top (
    input clk, rst_n, MOSI, SS_n,
    output MISO
    );
wire [9:0] rx_data; 
wire rx_valid;
wire [7:0] tx_data; 
wire tx_valid;
slave dut (
    .MOSI(MOSI), 
    .SS_n(SS_n), 
    .clk(clk), 
    .rst_n(rst_n), 
    .tx_valid(tx_valid), 
    .tx_data(tx_data), 
    .MISO(MISO), 
    .rx_valid(rx_valid), 
    .rx_data(rx_data)
    );
async_ram_sp my_ram (
    .din(rx_data),
    .dout(tx_data),
    .rx_valid(rx_valid),
    .tx_valid(tx_valid),
    .clk(clk),
    .rst_n(rst_n)
    );
endmodule
$ cat run.sh
#!/bin/bash
# OpenROAD 26Q1-2900-gdf79404cd8, Yosys 0.63+post, stock flow scripts
make -C /OpenROAD-flow-scripts/flow DESIGN_CONFIG=/design/flow/config.mk WORK_HOME=/design/flow/orfs finish
$ cat config.mk
export PLATFORM = sky130hd
export DESIGN_NAME = top
export DESIGN_NICKNAME = top
export VERILOG_FILES = /design/flow/design.v
export SDC_FILE = /design/flow/constraint.sdc
export NUM_CORES = 4
export LEC_CHECK = 1
export CORE_UTILIZATION = 40
$ cat constraint.sdc
current_design top

set clk_period 11.4
set clk_io_pct 0.2

create_clock -name clk0 -period $clk_period [get_ports {clk}]

set non_clock_inputs [all_inputs -no_clocks]
set_input_delay [expr $clk_period * $clk_io_pct] -clock clk0 $non_clock_inputs
set_output_delay [expr $clk_period * $clk_io_pct] -clock clk0 [all_outputs]
==> results_dict.tcl <==
# metrics dict for downstream scripts
set metrics [dict create \
    status "finished with violations" \
    violations "DRC, capacitance limit, slew limit" \
    ctsResizeCount 0 \
    dieArea_sq_mm 0.203 \
    swShare_pct 21.1 \
    area_leaders "edfxtp_1, a22oi_1, nand3_1" \
    untimed_endpoints 3 \
    power_uw 15900 \
    track_usage_pct 63.9 \
    drc 8 \
    fmax_ghz 0.143 \
    simple_gate_area_share_pct 9.07 \
    finalCriticalPeriod_ns 6.98 \
    drt_iter0_markers 9625 \
    syn_area_sq_mm 0.0807 \
    place_area_sq_mm 0.0876 \
    ys_ff 2113 \
    drive_above_1_share_pct 18.8 \
    max_stage_delay_ns 1.52 \
    via_count 67100 \
    edf_count 2048 \
    htreeDepth 4 \
    numCtsBuffers 224 \
    pre_cts_ws_ns 5.37 \
    syn-instance-count 5083 \
    drt_pre_antenna_iters 49 \
    unclocked_pins 3 \
    synth_warnings 3 \
    hold_buffers 0 \
    hold_path.class "flop to flop" \
    crit_path_start_kind "flop" \
    fin_skew_ns 0.0477 \
    clock_power_share_pct 47.3 \
    core-area_sq_mm 0.200 \
    ys_types 74 \
    fa_ha_area_share_pct 0.0465 \
    port_buffers 4 \
    worstPathCellList "buf_4, nor4bb_4, buf_4, buf_4, buf_4, nand3_1, nand4_1, nor4_1, nand4_1, nor4b_1, buf_4, o21ai_1" \
    ir_drop_mv 0.175 \
    ant_nets 0 \
    insertion_delay_ns 0.93 \
    synthMuxAreaShare_pct 0.335 \
    maxSlewHeadroom_pct -15.0 \
    end_kind "flop" \
    power_frac_seq_pct 52.6 \
    synth.most_common_cell "edfxtp_1" \
    ys_dominant_reg_cell "edfxtp_1" \
    setup_ws_ns 4.42 \
    cts_buffer_depth 3 \
    antenna_found_initial 108 \
    postLayoutCellArea_sq_mm 0.0955 \
    area_growth_pct 18.4 \
    yosys-top-cells-count "edfxtp_1, nand3_1, a22oi_1" \
    fp_util_pct 40.3 \
    cts_setup_buffers 0 \
    post_drt_wl_per_cell_microns 69.8 \
    fp.dieW_microns 451 \
    cp_slowest_cell "nor4_1" \
    grt_pass1_vias 64800 \
    r2r_slack_ns 4.42 \
    p_leak_uw 0.0324 \
    clk_pin_slew_ns 0.06 \
    crit_fanout 47 \
    cpMostUsedCell "buf_4" \
    ios 5 \
    rows 164 \
    ys_top_logic_family "AND-OR/OR-AND gates" \
    xor_share_pct 0.0543 \
    gp_congestion 1.24 \
    top_cell_area_share_pct 76.2 \
    yosys_area_sq_mm 0.0807 \
    cts_root_buf "clkbuf_16" \
    p_int_uw 12600 \
    avgSynthCellArea_sq_um 15.9 \
    post-route-period-util_pct 61.2 \
    setup-tns-final_ns 0 \
    warnings 30 \
    yosys.area.top_type "edfxtp_1" \
    tightestPinTransition_ns 1.72 \
    arrival_ns 7.78 \
    power.density_mw_per_mm2 167 \
    hpwl_microns 413000 \
    synthAoiAreaFrac_pct 10.4 \
    cp.required_ns 12.20 \
    cts_tree "done" \
    dp.cells 7939 \
    fp.dieH_microns 451 \
    slew_violations 61 \
    ys_cells 5083 \
    setup_viol 0 \
    grt_pass1_wl_microns 739000 \
    rsz0062_at_grt "no" \
    largest_reg_flops 2048 \
    drv_cap 7 \
    hold_viol 0 \
    crit_type "flop to flop" \
    finalNonFillerCells 8515 \
    gr-total-overflow 0 \
    wl_microns 594000 \
    ys_async_sr_fraction_pct 1.14 \
    via_per_inst 7.88 \
    power_switching_uw 3350 \
    pwr-share-comb_pct 0 \
    fillCellCount 16900 \
    grt_max_degree 95 \
]
-- cells in the final DEF, fill, tap and decap left out, types with 11 or more instances in the layout --
master and count:
nand4_1 150, clkinv_1 60, clkbuf_1 44, edfxtp_1 2048, nor2_2 28, nor4_1 69
o211ai_1 13, clkinv_2 43, o21ai_0 30, clkbuf_16 230, buf_4 594, a221oi_1 44
o22ai_1 168, diode_2 147, a22oi_1 422, and3_1 37, mux2_2 16, nor3_1 21
nand3_1 444, a21oi_1 70, nand2_1 125, a222oi_1 51, o2111ai_1 13, and2_1 14
a2111oi_0 13, nor2b_1 11, nor4_2 11, bufinv_16 20, dfrtp_1 17, nor2_1 350
or4_1 27, dfxtp_1 30, a22o_1 63, a32oi_1 149
-- area by class of cell --
class / count / area [sq um] / share of cell area, %
clock inverters: 144 / 1480 / 1.55
repair buffers: 619 / 4810 / 5.04
clock buffers: 278 / 5980 / 6.26
diodes: 147 / 368 / 0.385
flip-flops and latches: 2113 / 62900 / 65.9
well taps: 2656 / 3320 / 3.48
inverters: 7 / 26.3 / 0.0275
multi-input cells: 2551 / 16600 / 17.3
-- kinds of logic after synthesis --
family,count (synthesis)
mux,25
buf+inv,419
latches,3
simple gates,1412
flops,2110
compound gates,1106
fa+ha+maj,3
xor+xnor,5
-- metrics by stage --
step | util, % | hold WS [ns]
finish | 47.7 | 0.454
CTS | 47.5 | 0.454
global placement | 43.7 | 0.451
detailed placement | 43.8 | 0.437
floorplan | - | 0.417
global route | 47.7 | 0.475
-- path summary, 6_finish.rpt --
| path | cells past startpoint | endpoint | from |
|---|---|---|---|
| worst max-delay path | 12 | my_ram.dout[7]$_DFFE_PN0P_ | my_ram.R_Addr[2]$_DFFE_PN0P_ |
| worst min-delay path | 2 | dut.rx_data[1]$_SDFFE_PN0P_ | dut.shift_reg[1]$_SDFF_PN0_ |
| worst max register to register | 12 | my_ram.dout[7]$_DFFE_PN0P_ | my_ram.R_Addr[2]$_DFFE_PN0P_ |
| worst min register to register | 2 | dut.rx_data[1]$_SDFFE_PN0P_ | dut.shift_reg[1]$_SDFF_PN0_ |
| max in group asynchronous | 2 | my_ram.R_Addr[0]$_DFFE_PN0P_ | rst_n |
| min in group asynchronous | 2 | my_ram.R_Addr[2]$_DFFE_PN0P_ | rst_n |
-- routing by layer --
| layer | part of all wire [%] | vias up | global-route usage, % | wire, microns |
|---|---|---|---|---|
| met3 | 22 | 2855 | 61.2 | 131000 |
| li1 | - | 22000 | - | - |
| met2 | 37 | 9049 | 73.0 | 220000 |
| met4 | 11 | 246 | 51.4 | 68300 |
| met5 | 1.9 | - | 49.6 | 11500 |
| met1 | 28 | 33000 | 63.9 | 164000 |
-- worst max-delay path: cells and delay by family (launching register included) --
family	cells	cell delay, ns
flops	1	0.36
buf+inv	5	2.07
simple gates	6	4.22
compound gates	1	0.09
-- power by group through the flow --
| stage | registers [uW] | clock network (uW) | logic [uW] |
|---|---|---|---|
| after CTS | 8370 | 7490 | 6.99 |
| after global routing | 8370 | 7770 | 7.66 |
| final | 8370 | 7530 | 6.99 |
Power and IR drop assume default switching activity.
